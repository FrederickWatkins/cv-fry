**flow/config.mk**
```make
export PLATFORM = sky130hd
export DESIGN_NAME = pc
export DESIGN_NICKNAME = pc
export VERILOG_FILES = /design/flow/design.v
export SDC_FILE = /design/flow/constraint.sdc
export NUM_CORES = 4
export LEC_CHECK = 1
export CORE_AREA = 10 10 155 155
export DIE_AREA = 0 0 165 165
```
**flow/run.sh**
```bash
#!/bin/bash
# OpenROAD 26Q1-2900-gdf79404cd8, Yosys 0.63+post, stock flow scripts
make -C /OpenROAD-flow-scripts/flow DESIGN_CONFIG=/design/flow/config.mk WORK_HOME=/design/flow/orfs finish
```
**flow/design.v**
```verilog
package pipeline;
    localparam XLEN = 64;
    typedef struct packed {
        logic [31:2] instr;
        logic [XLEN-1:0] curr_pc;
        logic [XLEN-1:0] inc_pc; 
    } decode_signals;
    typedef struct packed {
        logic word;
        logic jump;
        logic branch;
        logic op1_pc;
        logic op2_imm;
        logic [2:0] alu_funct3;
        logic [2:0] funct3;
        logic [6:0] funct7;
        logic [XLEN-1:0] imm;
        logic [XLEN-1:0] curr_pc;
        logic [XLEN-1:0] inc_pc;
        logic mm_re;
        logic mm_we;
        logic atomic;
        logic [4:0] funct5;
        logic [4:0] rs1_addr;
        logic [4:0] rs2_addr;
        logic [4:0] rd_addr;
    } execute_signals;
    typedef struct packed {
        logic [2:0] funct3;
        logic mm_re;
        logic mm_we;
        logic atomic;
        logic [4:0] funct5;
        logic [XLEN-1:0] mm_addr;
        logic [XLEN-1:0] data;
        logic [4:0] rd_addr;
    } memory_signals;
    typedef struct packed {
        logic [XLEN-1:0] data;
        logic [4:0] rd_addr;
    } writeback_signals;
endpackage
import pipeline::XLEN;
module pc (
    input logic clk,
    input logic reset_n,
    input logic stall,
    input logic compressed,
    input logic je,
    input logic [XLEN-1:0] ja,
    output logic [XLEN-1:0] curr_pc,
    output logic [XLEN-1:0] inc_pc,
    output logic [XLEN-1:0] next_pc
);
    assign inc_pc = compressed?curr_pc+2:curr_pc+4;
    always_comb begin
        next_pc = inc_pc;
        if(je) begin
            next_pc = ja;
        end
        if(stall) begin
            next_pc = curr_pc;
        end
    end
    always_ff @(posedge clk or negedge reset_n) begin
        if(!reset_n) curr_pc <= 0;
        else curr_pc <= next_pc;
    end
endmodule
```
**flow/constraint.sdc**
```tcl
current_design pc

set clk_period 20.0
set clk_io_pct 0.2

create_clock -name clk0 -period $clk_period [get_ports {clk}]

set non_clock_inputs [all_inputs -no_clocks]
set_input_delay [expr $clk_period * $clk_io_pct] -clock clk0 $non_clock_inputs
set_output_delay [expr $clk_period * $clk_io_pct] -clock clk0 [all_outputs]
```
==> out/metrics.cfg <==
[final_layout]
final-instance-count-excl-fill = 1090
ff_latch_area_um2 = 1600
reg_top3 = curr_pc: 64 flops
drive_gt1_share_pct = 5.49
layout_top_cell = clkdlybuf4s50_1
fill_cells = 2088
largest_reg_flops = 64
regMostFlops = curr_pc
comb_area_um2 = 2940
lay_top_cells = 257 x clkdlybuf4s50_1, 64 x dfrtp_1, 57 x nand3_1, 48 x nand2_1, 44 x nor2_1
area_growth_pct = 65.6

[critical_path]
cpPeakStageDelay_ps = 660
cp.buffers_inverters = 2
r2r_slack_ps = 16890
cp.arrival_ps = 7300
crit_path_top_delay_cell = clkdlybuf4s50_1
cpMostUsedCell = clkdlybuf4s50_1
r2r_cells = 6
r2r_start = curr_pc[31]
crit_type = in -> out
cp-start-kind = input port
path_delay_family = simple AND/OR/NAND/NOR gates
crit_path_max_fanout = 9
cp.required_ps = 16000
cp-end-kind = output port
timing.rr.end = curr_pc[62]
path_cells = clkdlybuf4s50_1 -> mux2i_1 -> nor2b_1 -> and4_1 -> nand3_1 -> o311ai_0 -> clkdlybuf4s50_1

[logic_synthesis]
netlist_area_um2 = 4800
synth_flops = 64
simple_gate_area_share_pct = 27.6
adder_share_pct = 0.522
ys_sh_xor_pct = 11.3
muxShareOfSynthArea_pct = 1.90
postSynthAreaPerCell_um2 = 8.17
ys_cells = 587
synth-seq-area-share_pct = 33.4
enable_flop_cells = 0
synth_cells = 587
synth_warnings = 1
yosys_area_um2 = 4800
synth.distinct_cells = 53
synthArstFlopShare_pct = 100
flop_cell = dfrtp_1
ys_sh_aoi_pct = 19.8
logic_family = simple AND/OR/NAND/NOR gates

[cts]
postCtsSetupBuffers = 0
htreeDepth = 3
clockBufferDepth = 2
cts_resized = 0
path_clk_slew_ps = 50
clk_latency_ps = 340
clkSinkCount = 64
cts_hold_repair.buffers = 0
clock-root-buffer = clkbuf_16
numCtsBuffers = 9
cts_tree = built

[power]
switchingPower_w = 0.000168
p_comb_share_pct = 34.2
p_int_w = 0.000424
power.density_nw_per_um2 = 74.6
seq_power_share_pct = 31.9
p_leak_nw = 2.92
pwr-share-clk_pct = 33.9
ir_drop_mv = 0.0366
swShare_pct = 28.4

[global_route]
track_usage_pct = 16.7
grt_pass1_vias = 5366
grt_max_degree = 69
antenna_found_initial = 1
gr-total-overflow = 0
grt_pass1_wl_um = 34700

[floorplan]
ios = 261
coreArea_um2 = 20400
fp.dieH_um = 165
rows = 52
initCoreUtil_pct = 23.5
die_area_um2 = 27200
die_w_um = 165

[place]
hpwlAfterDp_um = 17500
pre_cts_slack_ps = 8650
portBuffers = 260
dp_cells = 1074
place.gp.congestion = 0.840

[final_timing]
finalMaxSlewViolations = 0
finalSetupViolCount = 0
grt_setup_unrepaired = false
setup_slack_ps = 8700
finClkSkew_ps = 7.06
slew_headroom_pct = 47.5
period_needed_ps = 11300
tns_ps = 0
final_hold_viol_count = 0
max_freq_mhz = 88.5
finalCritPeriodShare_pct = 56.5
worst_pin_slew_ps = 786

[worst_hold_path]
hold_class = reg -> reg
hold_depth = 2
min_to = curr_pc[0]
hold_start = curr_pc[0]

[detailed_routing]
dr.pass1.iters = 4
diodes = 0
drc = 0
drt-vias-per-instance = 5.01
vias = 5465
totalWireLength_um = 23400
ant_nets = 0
avgRoutedWirePerCell_um = 21.5
drtIter0Drc = 348

[run_status]
status = complete, no violations

[job]
drv_cap = 0
warning_count = 25

[power groups by stage]
| stage | sequential, W | combinational, W | clock (W) |
|---|---|---|---|
| 4_1_cts | 0.000188 | 0.000209 | 0.000207 |
| 5_1_grt | 0.000194 | 0.000223 | 0.000212 |
| 6_report | 0.000189 | 0.000203 | 0.000201 |
[synth_stat cells (7+ instances only)]
master	count	area (um^2)
nand4_1	21	131
xor2_1	20	175
dfrtp_1	64	1600
nor4_1	7	43.8
a21oi_1	21	105
buf_1	7	26.3
nor2_1	45	169
a22oi_1	37	278
inv_1	13	48.8
nor3_1	21	105
and3_1	10	62.6
nand2_1	48	180
nand3_1	57	285
mux2i_1	8	80.1
clkbuf_1	32	120
o311ai_0	16	140
xnor2_1	42	368
o21ai_0	35	175
[metal layers]
layer	vias to the layer above	global-route usage, %	share of wire [%]
met4	2	1.33	0.84
li1	2635	-	-
met5	-	0	0.056
met3	21	6.22	11
met2	228	26.6	47
met1	2579	22.3	42
[how the worst max path moves through the flow]
stage	slack [ps]	depth (start not counted)	endpoint	start
4_1_cts	8660	7	next_pc[53]	compressed
5_1_grt	8460	7	next_pc[43]	compressed
6_report	8700	7	next_pc[43]	compressed
[area by class of cell]
class | instances | share of cell area, %
multi-input combinational | 460 | 37.0
timing repair buffer | 267 | 33.3
sequential | 64 | 20.2
tap | 270 | 4.25
clock buffer | 11 | 3.06
clock inverter | 5 | 1.61
inverter | 13 | 0.614
[worst reg2reg max path, stage by stage (launching register included)]
cell     delay, ps
dfrtp_1        490
nand4_1        310
nor3_2         720
nand4_1        600
nor3_1         520
mux2i_1        260
nand2_1         90
[kinds of logic (layout without fill, tap and decap cells)]
kind of cell	Yosys count	after routing
multiplexers	9	9
buffers and inverters	63	296
AND/OR/NAND/NOR	247	247
XOR/XNOR	62	62
AND-OR/OR-AND	140	140
flip-flops	64	64
adder cells (fa/ha/maj)	2	2
[metrics by stage]
stage	hold WS, ps	total power, W	cell area (um^2)	utilization [%]
final	571	0.000593	7940	38.9
after floorplan	447	0.000235	4800	-
after global routing	598	0.000629	7940	38.9
after detailed placement	555	0.000397	7570	37.1
after CTS	569	0.000604	7940	38.9
after global placement	548	0.000399	7570	37.1
Power and IR drop assume default switching activity.
