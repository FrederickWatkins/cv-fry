## design/flow/design.v

```verilog
package pipeline;
    localparam XLEN = 64;
    typedef struct packed {
        logic [31:2] instr;
        logic [XLEN-1:0] curr_pc;
        logic [XLEN-1:0] inc_pc; 
    } decode_signals;
    typedef struct packed {
        logic word;
        logic jump;
        logic branch;
        logic op1_pc;
        logic op2_imm;
        logic [2:0] alu_funct3;
        logic [2:0] funct3;
        logic [6:0] funct7;
        logic [XLEN-1:0] imm;
        logic [XLEN-1:0] curr_pc;
        logic [XLEN-1:0] inc_pc;
        logic mm_re;
        logic mm_we;
        logic atomic;
        logic [4:0] funct5;
        logic [4:0] rs1_addr;
        logic [4:0] rs2_addr;
        logic [4:0] rd_addr;
    } execute_signals;
    typedef struct packed {
        logic [2:0] funct3;
        logic mm_re;
        logic mm_we;
        logic atomic;
        logic [4:0] funct5;
        logic [XLEN-1:0] mm_addr;
        logic [XLEN-1:0] data;
        logic [4:0] rd_addr;
    } memory_signals;
    typedef struct packed {
        logic [XLEN-1:0] data;
        logic [4:0] rd_addr;
    } writeback_signals;
endpackage
import pipeline::XLEN;
module forward (
    input logic [4:0] rs1_addr,
    input logic [XLEN-1:0] rs1_data_rf,
    input logic [4:0] rs2_addr,
    input logic [XLEN-1:0] rs2_data_rf,
    input logic [4:0] rd_addr_M,
    input logic [XLEN-1:0] rd_data_M,
    input logic [4:0] rd_addr_W,
    input logic [XLEN-1:0] rd_data_W,
    output logic [XLEN-1:0] rs1_data,
    output logic [XLEN-1:0] rs2_data
);
    always_comb begin
        if(rs1_addr == 0) rs1_data = rs1_data_rf;
        else if(rs1_addr == rd_addr_M) rs1_data = rd_data_M;
        else if(rs1_addr == rd_addr_W) rs1_data = rd_data_W;
        else rs1_data = rs1_data_rf;
        if(rs2_addr == 0) rs2_data = rs2_data_rf;
        else if(rs2_addr == rd_addr_M) rs2_data = rd_data_M;
        else if(rs2_addr == rd_addr_W) rs2_data = rd_data_W;
        else rs2_data = rs2_data_rf;
    end
endmodule
```

## design/flow/constraint.sdc

```tcl
current_design forward

set clk_period 23.0
set clk_io_pct 0.2

create_clock -name clk0 -period $clk_period

set non_clock_inputs [all_inputs -no_clocks]
set_input_delay [expr $clk_period * $clk_io_pct] -clock clk0 $non_clock_inputs
set_output_delay [expr $clk_period * $clk_io_pct] -clock clk0 [all_outputs]
```

## design/flow/config.mk

```make
export PLATFORM = sky130hd
export DESIGN_NAME = forward
export DESIGN_NICKNAME = forward
export VERILOG_FILES = /design/flow/design.v
export SDC_FILE = /design/flow/constraint.sdc
export NUM_CORES = 4
export LEC_CHECK = 1
export CORE_AREA = 10 10 162 162
export DIE_AREA = 0 0 172 172
```

## design/flow/run.sh

```bash
#!/bin/bash
# OpenROAD 26Q1-2900-gdf79404cd8, Yosys 0.63+post, stock flow scripts
make -C /OpenROAD-flow-scripts/flow DESIGN_CONFIG=/design/flow/config.mk WORK_HOME=/design/flow/orfs finish
```

==> impl_metrics.env <==
# physical design summary
export IMPL_min_period_over_period_pct=55.6
export IMPL_finalSetupViolations=0
export IMPL_yosys_stat_seqShare_pct=0
export IMPL_cts_resized=0
export IMPL_syn2layout_area_growth_pct=149
export IMPL_tool_warnings=32
export IMPL_utilization_pct=31.0
export IMPL_power_switching_mw=0.0424
export IMPL_syn_area_per_cell_um2=6.80
export IMPL_min_period_ns=12.78
export IMPL_dp_cells=1065
export IMPL_grt_max_degree=61
export IMPL_diodes=0
export IMPL_finalPower_mw=0.140
export IMPL_crit_start="rs1_addr[0]"
export IMPL_wl_per_cell_um=22.6
export IMPL_clock_buffers=0
export IMPL_die_h_um=172
export IMPL_endpoint_kind="output pin"
export IMPL_power_density_mw_per_mm2=19.9
export IMPL_num_rows=55
export IMPL_dieArea_mm2=0.0296
export IMPL_grt_pass1_vias=5254
export IMPL_seqPwrFrac_pct=0
export IMPL_grt_pass1_wl_um=33400
export IMPL_antenna_found_initial=1
export IMPL_clock_power_share_pct=0
export IMPL_crit_slowest_cell="a21oi_4"
export IMPL_num_io_pins=404
export IMPL_cp_max_fo=35
export IMPL_ant_nets=0
export IMPL_totalWireLength_um=24100
export IMPL_status="finished, final reports clean"
export IMPL_cp_cell_sequence="clkdlybuf4s50_1 > nor3_1 > nand2_2 > nor3b_4 > a21oi_4 > buf_4 > a221o_1 > clkdlybuf4s50_1"
export IMPL_cp_top_family="buffers and inverters"
export IMPL_die_w_um=172
export IMPL_synthCells=416
export IMPL_postLayoutCellArea_mm2=0.00704
export IMPL_p_leak_nw=2.92
export IMPL_vias=5023
export IMPL_fin_cells=1065
export IMPL_hold_start="rs1_data_rf[37]"
export IMPL_ys_area_mm2=0.00283
export IMPL_synthesis_area_mm2=0.00283
export IMPL_cts_setup_buffers=0
export IMPL_crit_arrival_ns=8.18
export IMPL_ys_cells=416
export IMPL_placed_cell_area_mm2=0.00704
export IMPL_slew_viol_final=0
export IMPL_cap_violations=0
export IMPL_comb_power_share_pct=100.0
export IMPL_grt_usage_pct=14.7
export IMPL_hold_end="rs1_data[37]"
export IMPL_hold_viol_final=0
export IMPL_hold_depth=3
export IMPL_post_route_drc_count=0
export IMPL_via_per_inst=4.72
export IMPL_start_kind="input port"
export IMPL_seq_cells=0
export IMPL_min_path_type="input port to output pin"
export IMPL_cp_required_ns=18.40
export IMPL_fmax_mhz=78.3
export IMPL_intPower_mw=0.0979
export IMPL_worst_path_most_repeated_cell="clkdlybuf4s50_1"
export IMPL_dr_first_iter_drc_count=393
export IMPL_p_sw_share_pct=30.2
export IMPL_grt_remaining_overflow=0
export IMPL_relSlewSlack_pct=35.0
export IMPL_worst_setup_path_type="input port to output pin"
export IMPL_initCoreUtil_pct=12.5
export IMPL_dp_hpwl_um=20000
export IMPL_critPathBufInv=3
export IMPL_core_mm2=0.0227
export IMPL_hold_buffers=0
export IMPL_ir_drop_v=0.00000859
export IMPL_gp_congestion=0.968
export IMPL_register_area_um2=0
export IMPL_rsz0062_at_grt="false"
export IMPL_max_stage_delay_ns=0.74
export IMPL_fin_setup_tns_ns=0
export IMPL_final_layout_size_suffix_gt1_share_pct=2.82
export IMPL_synth_distinct_cells=22
export IMPL_tightest_slew_ns=0.973
export IMPL_firstDrtPassIters=5
export IMPL_portBuffers=404
export IMPL_yosys_warnings=1
==> metal layers <==
layer / global-route usage, % / part of all wire, % / vias to the layer above
li1: - / - / 2392
met1: 17.8 / 38 / 2314
met2: 25.6 / 50 / 293
met3: 3.94 / 10 / 22
met4: 2.66 / 1.9 / 2
met5: 0 / 0.054 / -
==> cells by family (layout without fill, tap and decap cells) <==
family | Yosys count | after routing | synth area share, %
buffers and inverters | 52 | 416 | 11.0
xor gates and xnor gates | 20 | 20 | 6.19
and+or+nand+nor | 210 | 210 | 34.9
AOI/OAI and AO/OA | 134 | 134 | 48.0
==> per-stage QoR <==
step | setup WS (ns) | hold WS [ns]
final | 10.22 | 10.16
after global routing | 10.08 | 10.19
after CTS | 10.29 | 10.16
after detailed placement | 10.29 | 10.16
after global placement | 10.27 | 10.16
after floorplan | 12.66 | 9.26
==> synth_stat cells, types with 3 or more instances <==
| cell type | n | area share [%] |
|---|---|---|
| buf_4 | 3 | 0.80 |
| a221o_1 | 126 | 45 |
| nand2_1 | 68 | 9.0 |
| buf_6 | 10 | 4.0 |
| xnor2_1 | 11 | 3.4 |
| clkbuf_1 | 16 | 2.1 |
| buf_2 | 23 | 4.1 |
| xor2_1 | 9 | 2.8 |
| and3_1 | 59 | 13 |
| nor2_1 | 68 | 9.0 |
| and2_1 | 8 | 1.8 |
==> cells in the final DEF, fill, tap and decap left out <==
| cell type | n |
|---|---|
| and3_2 | 1 |
| and2_1 | 8 |
| a21o_1 | 2 |
| a221o_1 | 126 |
| buf_4 | 12 |
| o2bb2ai_1 | 2 |
| a21oi_4 | 1 |
| nand3_1 | 2 |
| xnor2_1 | 11 |
| nor3b_4 | 1 |
| nand2_1 | 66 |
| clkdlybuf4s50_1 | 404 |
| a211oi_4 | 1 |
| xor2_1 | 9 |
| o2111ai_4 | 1 |
| and3b_1 | 1 |
| nor3_2 | 2 |
| nand2_2 | 2 |
| nor2_1 | 68 |
| o21ai_4 | 1 |
| nor3_1 | 1 |
| and3_1 | 58 |
==> worst max path at each step <==
| stage | slack (ns) | depth (start not counted) | to |
|---|---|---|---|
| 4_1_cts | 10.29 | 8 | rs1_data[8] |
| 6_report | 10.22 | 8 | rs1_data[8] |
| 5_1_grt | 10.08 | 8 | rs1_data[22] |
==> final cells by class <==
class | count | area (um2)
tap | 285 | 357
fill | 2393 | 15700
multi-input combinational | 364 | 2550
timing repair buffer | 416 | 4130
==> power groups by stage <==
stage	sequential [mW]	clock (mW)	combinational, mW
CTS	0	0	0.142
finish	0	0	0.140
global route	0	0	0.150
Power and IR drop assume default switching activity.
